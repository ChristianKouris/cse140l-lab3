$ cat design/flow/design.v
module traffic_light_controller(
  input clk,
        reset,
        ew_left_sensor,
        ew_str_sensor,		
        ns_sensor,
  output logic[1:0] ew_left_light,     
  		            ew_str_light,	   	
			        ns_light);
  parameter RED = 2'b00,
            YELLOW = 2'b01,
				GREEN = 2'b10;
  parameter FIRST = 2'b10,
            SECOND = 2'b01,
				THIRD = 2'b00;
  enum logic [2:0] {IDLE=3'b000, EWG=3'b001, EWY=3'b010, EWLG=3'b011, EWLY=3'b100, NSG=3'b101, NSY=3'b110} state;
  logic[3:0] traffic_cycle;
  logic[2:0] empty_cycle;
  logic[1:0] ews_rank;
  logic[1:0] ewl_rank;
  logic[1:0] ns_rank;
  logic is_empty;
  logic is_ten_seconds;
  always_ff @(posedge clk)
    begin
      if (reset) begin
		  state <= IDLE;
		  empty_cycle <= 0;
		  traffic_cycle <= 0;
		  is_empty <= 0;
		  is_ten_seconds <= 0;
		  ews_rank <= FIRST;
        ewl_rank <= SECOND;
        ns_rank <= THIRD;
		  ew_left_light <= RED;
		  ew_str_light <= RED;
		  ns_light <= RED;
      end else
        case (state)
          IDLE: begin
			   ew_left_light <= RED;
				ew_str_light <= RED;
				ns_light <= RED;
				if( ews_rank == FIRST ) begin
				  if( ew_str_sensor ) state <= EWG; 
				  else if( ewl_rank == SECOND ) begin
				    if( ew_left_sensor ) state <= EWLG;
					 else if( ns_sensor ) state <= NSG;
				  end 
				  else if( ns_rank == SECOND ) begin
				    if( ns_sensor ) state <= NSG;
					 else if( ew_left_sensor ) state <= EWLG;
				  end
				end
				if( ewl_rank == FIRST ) begin
				  if( ew_left_sensor ) state <= EWLG; 
				  else if( ews_rank == SECOND ) begin
				    if( ew_str_sensor ) state <= EWG;
					 else if( ns_sensor ) state <= NSG;
				  end 
				  else if( ns_rank == SECOND ) begin
				    if( ns_sensor ) state <= NSG;
					 else if( ew_str_sensor ) state <= EWG;
				  end
				end
				if( ns_rank == FIRST ) begin
				  if( ns_sensor ) state <= NSG; 
				  else if( ewl_rank == SECOND ) begin
				    if( ew_left_sensor ) state <= EWLG;
					 else if( ew_str_sensor ) state <= EWG;
				  end 
				  else if( ews_rank == SECOND ) begin
				    if( ew_str_sensor ) state <= EWG;
					 else if( ew_left_sensor ) state <= EWLG;
				  end
				end
				if( !ew_left_sensor && !ew_str_sensor && !ns_sensor ) begin
			 	  ews_rank <= FIRST;
              ewl_rank <= SECOND;
              ns_rank <= THIRD;
				end
			 end
			 EWG: begin
			   ew_left_light <= RED;
				ew_str_light <= GREEN;
				ns_light <= RED;
				if( !ew_str_sensor ) is_empty = 1'b1;
				if( is_empty ) empty_cycle <= empty_cycle + 3'b001;
				if( empty_cycle == 3'b100 ) begin
				  is_empty <= 0;
				  empty_cycle <= 0;
				  state <= EWY;
				end
				traffic_cycle <= traffic_cycle + 4'b0001;
				if( traffic_cycle == 4'b1001 ) is_ten_seconds = 1'b1;
				if( is_ten_seconds && (ew_left_sensor || ns_sensor) ) begin
				  traffic_cycle <= 0;
				  is_ten_seconds <= 0;
				  state <= EWY;
				end
			 end
			 EWY: begin
			   ew_left_light <= RED;
				ew_str_light <= YELLOW;
				ns_light <= RED;
				empty_cycle <= empty_cycle + 3'b001;
				if( empty_cycle == 3'b001 ) begin
				  ews_rank <= THIRD;
              ewl_rank <= ewl_rank + 2'b01;
              ns_rank <= ns_rank + 2'b01;
				  empty_cycle <= 0;
				  state <= IDLE;
				end
			 end
			 EWLG: begin
			   ew_left_light <= GREEN;
				ew_str_light <= RED;
				ns_light <= RED;
				if( !ew_left_sensor ) is_empty = 1'b1;
				if( is_empty ) empty_cycle <= empty_cycle + 3'b001;
				if( empty_cycle == 3'b100 ) begin
				  is_empty <= 0;
				  empty_cycle <= 0;
				  state <= EWLY;
				end
				traffic_cycle <= traffic_cycle + 4'b0001;
				if( traffic_cycle == 4'b1001 ) is_ten_seconds = 1'b1;
				if( is_ten_seconds && (ew_str_sensor || ns_sensor) ) begin
				  traffic_cycle <= 0;
				  is_ten_seconds <= 0;
				  state <= EWLY;
				end
			 end
			 EWLY: begin
			   ew_left_light <= YELLOW;
				ew_str_light <= RED;
				ns_light <= RED;
				empty_cycle <= empty_cycle + 3'b001;
				if( empty_cycle == 3'b001 ) begin
				  ewl_rank <= THIRD;
				  ews_rank <= ews_rank + 2'b01;
              ns_rank <= ns_rank + 2'b01;
				  empty_cycle <= 0;
				  state <= IDLE;
				end
			 end
			 NSG: begin
			   ew_left_light <= RED;
				ew_str_light <= RED;
				ns_light <= GREEN;
				if( !ns_sensor ) is_empty = 1'b1;
				if( is_empty ) empty_cycle <= empty_cycle + 3'b001;
				if( empty_cycle == 3'b100 ) begin
				  is_empty <= 0;
				  empty_cycle <= 0;
				  state <= NSY;
				end
				traffic_cycle <= traffic_cycle + 4'b0001;
				if( traffic_cycle == 4'b1001 ) is_ten_seconds = 1'b1;
				if( is_ten_seconds && (ew_str_sensor || ew_left_sensor) ) begin
				  traffic_cycle <= 0;
				  is_ten_seconds <= 0;
				  state <= NSY;
				end
			 end
			 NSY: begin
			   ew_left_light <= RED;
				ew_str_light <= RED;
				ns_light <= YELLOW;
				empty_cycle <= empty_cycle + 3'b001;
				if( empty_cycle == 3'b001 ) begin
				  ns_rank <= THIRD;
				  ews_rank <= ews_rank + 2'b01;
              ewl_rank <= ewl_rank + 2'b01;
				  empty_cycle <= 0;
				  state <= IDLE;
				end
			 end
		  endcase
	 end
endmodule 
$ cat design/flow/run.sh
#!/bin/bash
# OpenROAD 26Q1-2900-gdf79404cd8, Yosys 0.63+post, stock flow scripts
make -C /OpenROAD-flow-scripts/flow DESIGN_CONFIG=/design/flow/config.mk WORK_HOME=/design/flow/orfs finish
$ cat design/flow/config.mk
export PLATFORM = sky130hd
export DESIGN_NAME = traffic_light_controller
export DESIGN_NICKNAME = traffic_light_controller
export VERILOG_FILES = /design/flow/design.v
export SDC_FILE = /design/flow/constraint.sdc
export NUM_CORES = 4
export LEC_CHECK = 1
export CORE_UTILIZATION = 40
$ cat design/flow/constraint.sdc
current_design traffic_light_controller

set clk_period 2.3
set clk_io_pct 0.2

create_clock -name clk0 -period $clk_period [get_ports {clk}]

set non_clock_inputs [all_inputs -no_clocks]
set_input_delay [expr $clk_period * $clk_io_pct] -clock clk0 $non_clock_inputs
set_output_delay [expr $clk_period * $clk_io_pct] -clock clk0 [all_outputs]
==> flow_summary.yaml <==
# synthesis and place-and-route metrics
outcome:
  status: "finished clean"
worst_setup_path:
  r2r_start: "ns_rank[0]"
  r2r_setup_slack_ns: 0.35
  critPathMaxFanout: 6
  start_kind: "flop"
  path_class: "reg2reg"
  startpoint: "ns_rank[0]"
  rr_worst_depth: 7
  crit_arrival_ns: 2.11
  worstSetupEndpointType: "flop"
  required_ns: 2.45
  r2r-end: "state[0]"
  setup.worst_path.end: "state[0]"
global_routing:
  grt_max_degree: 20
  grt_util_met2_pct: 23.6
  antenna_found_initial: 0
  grt_pass1_vias: 1515
  grtUsageMet3_pct: 2.92
  grt_pass1_wl_mm: 7.43
  grt_usage_pct: 18.7
  met1_usage_pct: 33.7
  grt_remaining_overflow: 0
  busiest_layer: "met1"
route:
  routed-via-count: 1701
  post_drt_wl_per_cell_um: 14.3
  drc: 0
  drt_first_iter_violations: 195
  antenna_cells: 0
  ant_nets: 0
  routed_wl_mm: 4.27
  vias_per_cell: 5.69
  drtPass1Iterations: 4
clock_network:
  postCtsSetupBuffers: 0
  cts_resized: 0
  cts_tree: "yes"
  clock-root-buffer: "clkbuf_8"
  cts_max_path_buffers: 2
  numClockSinks: 28
  cts_buffers: 3
  cts.htree.levels: 1
  clock_latency_ns: 0.27
  hold_buffers: 0
  cts.clk_slew.worst_paths_ns: 0.10
floorplan:
  fp_util_pct: 42.0
  dieHeight_um: 69.9
  rows: 24
  core_region_area_um2: 4380
  die-area_um2: 4880
  die_x_um: 69.9
  io-pin-count: 11
final_timing:
  fmax_ghz: 0.512
  period_needed_ns: 1.95
  hold_viol_final: 0
  min_period_over_period_pct: 84.9
  tightest_slew_ns: 0.539
  skew_ns: 0.00614
  setup_violations: 0
  tns_ns: 0
  slew_violations: 0
  slew_headroom_pct: 63.9
  grt_setup_unrepaired: "no"
synthesis:
  yosys.area.top_type_share_pct: 30.4
  ys_area_um2: 1840
  synthTopCellsByArea: "dfxtp_1 (30%), ha_1 (12%), nor2_1 (6.9%)"
  edf_count: 0
  ff_type: "dfxtp_1"
  async_flop_share_pct: 0
  syn_avg_cell_area_um2: 7.84
  yosys.cell_types.count: 48
  synthCells: 235
  yosys_warnings: 1
  synth_area_leader_cell: "dfxtp_1"
  ys_seq_share_pct: 30.4
  syn-cell-area_um2: 1840
  ys_cells: 235
  ys.flops: 28
power_and_ir_drop:
  ir_drop_v: 0.000258
  p_leak_nw: 0.777
  power_mw: 1.05
  power_density_nw_per_um2: 508
final_layout:
  final_area_um2: 2070
  lay_top_cells: "nor2_1 (34), dfxtp_1 (28), nand2_1 (21)"
  nFillCells: 432
  syn_to_final_growth_pct: 12.4
  layout-drive-gt1-share_pct: 9.31
  layout_top_cell: "nor2_1"
placement:
  dpl-instance-area_um2: 2030
  io_buffers: 10
  hpwl_mm: 3.18
  place.gp.congestion: 0.870
job:
  warning_count: 37
  max_cap_viol_count: 0
hold_path:
  hp-class: "reg2reg"
==> layer usage <==
metal	wire length, um	up-vias
met5	0	-
met4	63	0
met3	248	8
met2	1690	54
met1	2270	768
li1	-	871
==> kinds of logic (layout without fill, tap and decap cells) <==
group                      count (synthesis)  after routing  synth area share, %
buffers and inverters                     27             39                 6.11
DFF                                       28             28                 30.4
muxes                                      3              3                 1.70
and+or+nand+nor                           94             94                 25.8
AOI/OAI and AO/OA                         66             66                 24.4
adders and majority gates                 17             17                 11.5
==> registers in the layout (all words and copies together) (netlist names) <==
| register | flops |
|---|---|
| ews_rank | 2 |
| is_empty | 1 |
| state | 7 |
| ns_rank | 2 |
| ew_str_light | 2 |
| ewl_rank | 2 |
| empty_cycle | 3 |
| ns_light | 2 |
| is_ten_seconds | 1 |
| ew_left_light | 2 |
| traffic_cycle | 4 |
==> report_power, final <==
part	switching, mW	internal, mW	leakage (nW)	total [mW]
clock	0.151	0.118	0.0216	0.269
sequential	0.0326	0.512	0.227	0.545
combinational	0.130	0.109	0.528	0.239
total	0.313	0.739	0.777	1.05
==> worst max-delay path: stages (launching register included) <==
cell,delay [ns]
dfxtp_1,0.43
inv_1,0.09
ha_1,0.29
nor2b_1,0.21
a32oi_1,0.24
o21ai_0,0.13
o31ai_1,0.30
a32oi_1,0.14
==> synthesized netlist by cell type (all sizes together), types with 3 or more instances <==
cell / count
a211o: 4
a21oi: 18
a22oi: 3
nand3: 3
nor4: 5
dfxtp: 28
clkbuf: 7
inv: 16
nor2b: 4
buf: 4
nor3: 7
ha: 17
nand2: 21
o21ai: 11
a31oi: 3
nor2: 34
nand2b: 4
or3: 4
a32oi: 3
nor3b: 5
==> worst min-delay path by stage <==
stage	startpoint	end	slack, ns	cells past startpoint
after CTS	ns_rank[1]	ns_rank[1]	0.50	2
after global routing	traffic_cycle[2]	traffic_cycle[2]	0.53	2
final	traffic_cycle[2]	traffic_cycle[2]	0.49	2
==> stage by stage <==
stage | hold slack (ns) | std cells | worst slack [ns] | util, %
final | 0.492 | 299 | 0.347 | 47.2
after global placement | 0.475 | 296 | 0.0629 | 46.3
after CTS | 0.496 | 299 | 0.369 | 47.2
after floorplan | 0.433 | 235 | 0.599 | -
after global routing | 0.530 | 299 | 0.207 | 47.2
after detailed placement | 0.483 | 296 | 0.0919 | 46.3
==> layout make-up <==
class                           instances  area (um^2)  area share, %
Multi-Input combinational cell        180         1170           56.4
Sequential cell                        28          561           27.1
Timing Repair Buffer                   20          175           8.46
Tap cell                               52         65.1           3.14
Inverter                               16         60.1           2.90
Clock buffer                            3         41.3           1.99
No activity file was given, so power comes from the tool's default toggle rates.
